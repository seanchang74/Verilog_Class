==> flow/config.mk <==
export PLATFORM = sky130hd
export DESIGN_NAME = matrix2
export DESIGN_NICKNAME = matrix2
export VERILOG_FILES = /design/flow/design.v
export SDC_FILE = /design/flow/constraint.sdc
export NUM_CORES = 4
export LEC_CHECK = 1
export CORE_UTILIZATION = 40
==> flow/constraint.sdc <==
current_design matrix2

set clk_period 3.3
set clk_io_pct 0.2

create_clock -name clk0 -period $clk_period [get_ports {clk}]

set non_clock_inputs [all_inputs -no_clocks]
set_input_delay [expr $clk_period * $clk_io_pct] -clock clk0 $non_clock_inputs
set_output_delay [expr $clk_period * $clk_io_pct] -clock clk0 [all_outputs]
==> flow/design.v <==
module matrix2 (clk,reset,segout,scanout);
input clk,reset;
output reg[7:0] segout;
output reg[2:0] scanout;
reg[25:0] cnt_scan; 
reg[6:0] i=0;
reg clk1;
reg [7:0] q[0:7] ;
always@(posedge clk or negedge reset)
begin
	if(!reset) begin
		cnt_scan<=0;
	end
	else begin
		cnt_scan<=cnt_scan+1;
		if (cnt_scan == 6250000) begin
			cnt_scan <=0;
			clk1 = ~clk1;
		end
	end
end
always @(posedge clk1 , negedge reset)
begin
	if (reset == 0)
	begin
		q[0] = 8'b11111111;
		q[1] = 8'b11111111;
		q[2] = 8'b11111111;
		q[3] = 8'b11111111;
		q[4] = 8'b11111111;
		q[5] = 8'b11111111;
		q[6] = 8'b11111111;
		q[7] = 8'b11111111;				
	end
	else begin
		case(i)
		1:
		begin
		q[0] <= 8'b11101111;
		i = i + 1;
		end
		2:
		begin
		q[0] <= 8'b11011111;
		q[1] <= 8'b11011111;
		i = i + 1;
		end
		3:
		begin
		q[0] <= 8'b10111111;
		q[1] <= 8'b10111111;
		q[2] <= 8'b10111111;
		i = i+1;
		end
		4:
		begin
		q[0] <= 8'b01111111;
		q[1] <= 8'b01111111;
		q[2] <= 8'b01111111;
		q[3] <= 8'b01111111;
		i = i+1;
		end
		5:
		begin
		q[0] <= 8'b11111111;
		q[1] <= 8'b01111111;
		q[2] <= 8'b01111111;
		q[3] <= 8'b01111111;
		q[4] <= 8'b01111111;
		i = i+1;
		end
		6:
		begin
		q[1] <= 8'b11111111;
		q[2] <= 8'b01111111;
		q[3] <= 8'b01111111;
		q[4] <= 8'b01111111;
		q[5] <= 8'b01111111;
		i = i+1;
		end
		7:
		begin
		q[2] <= 8'b11111111;
		q[3] <= 8'b01111111;
		q[4] <= 8'b01111111;
		q[5] <= 8'b01111111;
		q[6] <= 8'b01111111;
		i = i+1;
		end
		8:
		begin
		q[3] <= 8'b11111111;
		q[4] <= 8'b01111111;
		q[5] <= 8'b01111111;
		q[6] <= 8'b01111111;
		q[7] <= 8'b01111111;
		i = i+1;
		end
		9:
		begin
		q[0] <= 8'b11101111;
		i = i+1;
		end
		10:
		begin
		q[0] <= 8'b11100111;
		q[1] <= 8'b11101111;
		i = i+1;
		end
		11:
		begin
		q[0] <= 8'b11101111;
		q[1] <= 8'b11100111;
		q[2] <= 8'b11101111;
		i = i+1;
		end
		12:
		begin
		q[0] <= 8'b11011111;
		q[1] <= 8'b10001111;
		q[2] <= 8'b11111111;
		i = i+1;
		end
		13:
		begin
		q[0] <= 8'b11111111;
		q[1] <= 8'b11011111;
		q[2] <= 8'b10001111;
		i = i+1;
		end
		14:
		begin
		q[1] <= 8'b11111111;
		q[2] <= 8'b11011111;
		q[3] <= 8'b10001111;
		i = i+1;
		end
		15:
		begin
		q[2] <= 8'b11111111;
		q[3] <= 8'b11011111;
		q[4] <= 8'b00001111;
		i = i+1;
		end
		16:
		begin
		q[3] <= 8'b11111111;
		q[4] <= 8'b01011111;
		q[5] <= 8'b00001111;
		i = i+1;
		end
		17:
		begin
		q[4] <= 8'b01111111;
		q[5] <= 8'b01011111;
		q[6] <= 8'b00001111;
		i = i+1;
		end
		18:
		begin
		q[5] <= 8'b01111111;
		q[6] <= 8'b01011111;
		q[7] <= 8'b00001111;
		i = i+1;
		end
		19:
		begin
		q[0] <= 8'b11101111;
		i = i+1;
		end
		20:
		begin
		q[0] <= 8'b11101111;
		q[1] <= 8'b11101111;
		i = i+1;
		end
		21:
		begin
		q[0] <= 8'b11100111;
		q[1] <= 8'b11110111;
		q[2] <= 8'b11110111;
		i = i+1;
		end
		22:
		begin
		q[0] <= 8'b11111011;
		q[1] <= 8'b11100011;
		q[2] <= 8'b11111111;
		i = i+1;
		end
		23:
		begin
		q[0] <= 8'b11111111;
		q[1] <= 8'b11111101;
		q[2] <= 8'b11110001;
		i = i+1;
		end
		24:
		begin
		q[1] <= 8'b11111111;
		q[2] <= 8'b11111110;
		q[3] <= 8'b11111000;
		i = i+1;
		end
		25:
		begin
		q[2] <= 8'b11111111;
		q[3] <= 8'b11111110;
		q[4] <= 8'b01111000;
		i = i+1;
		end
		26:
		begin
		q[3] <= 8'b11111111;
		q[4] <= 8'b01111110;
		q[5] <= 8'b01111000;
		i = i+1;
		end
		27:
		begin
		q[4] <= 8'b01111111;
		q[5] <= 8'b01111110;
		q[6] <= 8'b01011000;
		i = i+1;
		end
		28:
		begin
		q[5] <= 8'b01111111;
		q[6] <= 8'b01011110;
		q[7] <= 8'b00001000;
		i = i+1;
		end
		29:
		begin
		q[0] <= 8'b11101111;
		i = i+1;
		end
		30:
		begin
		q[0] <= 8'b11100111;
		q[1] <= 8'b11101111;
		i = i+1;
		end
		31:
		begin
		q[0] <= 8'b11101111;
		q[1] <= 8'b11100111;
		q[2] <= 8'b11101111;
		i = i+1;
		end
		32:
		begin
		q[0] <= 8'b11111111;
		q[1] <= 8'b11110111;
		q[2] <= 8'b11110011;
		q[3] <= 8'b11110111;
		i = i+1;
		end
		33:
		begin
		q[1] <= 8'b11111111;
		q[2] <= 8'b11110111;
		q[3] <= 8'b11110011;
		q[4] <= 8'b01110111;
		i = i+1;
		end
		34:
		begin
		q[2] <= 8'b11111111;
		q[3] <= 8'b11110111;
		q[4] <= 8'b01110011;
		q[5] <= 8'b01110111;
		i = i+1;
		end
		35:
		begin
		q[3] <= 8'b11111111;
		q[4] <= 8'b01110111;
		q[5] <= 8'b01110011;
		q[6] <= 8'b01010110;
		i = i+1;
		end
		36:
		begin
		q[4] <= 8'b01111111;
		q[5] <= 8'b01110111;
		q[6] <= 8'b01010010;
		q[7] <= 8'b00000000;
		i = i+1;
		end
		37:
		begin
		q[4] <= 8'b01111111;
		q[5] <= 8'b01110111;
		q[6] <= 8'b01010010;
		q[7] <= 8'b11111111;
		i = i+1;
		end
		38:
		begin
		q[4] <= 8'b11111111;
		q[5] <= 8'b01111111;
		q[6] <= 8'b01110111;
		q[7] <= 8'b01010010;		
		i = i+1;
		end
		39:
		begin
		q[0] <= 8'b11101111;
		i = i+1;
		end
		40:
		begin
		q[0] <= 8'b11101111;
		q[1] <= 8'b11101111;
		i = i+1;
		end
		41:
		begin
		q[0] <= 8'b11001111;
		q[1] <= 8'b11011111;
		q[2] <= 8'b11011111;
		i = i+1;
		end
		42:
		begin
		q[0] <= 8'b11111111;
		q[1] <= 8'b11001111;
		q[2] <= 8'b11011111;
		q[3] <= 8'b11011111;
		i = i+1;
		end
		43:
		begin
		q[1] <= 8'b11111111;
		q[2] <= 8'b10011111;
		q[3] <= 8'b10111111;
		q[4] <= 8'b10111111;
		i = i+1;
		end
		44:
		begin
		q[2] <= 8'b11111111;
		q[3] <= 8'b10011111;
		q[4] <= 8'b10111111;
		q[5] <= 8'b00111111;
		i = i+1;
		end
		45:
		begin
		q[3] <= 8'b11111111;
		q[4] <= 8'b10011111;
		q[5] <= 8'b00111111;
		q[6] <= 8'b00110111;
		i = i+1;
		end
		46:
		begin
		q[4] <= 8'b11111111;
		q[5] <= 8'b00011111;
		q[6] <= 8'b00110111;
		q[7] <= 8'b00010010;
		i = i+1;
		end
		47:
		begin
		q[0] <= 8'b11101111;
		i = i+1;
		end
		48:
		begin
		q[0] <= 8'b11001111;
		q[1] <= 8'b11101111;
		i = i+1;
		end
		49:
		begin
		q[0] <= 8'b11101111;
		q[1] <= 8'b11100111;
		q[2] <= 8'b11110111;
		i = i+1;
		end
		50:
		begin
		q[0] <= 8'b11111111;
		q[1] <= 8'b11110111;
		q[2] <= 8'b11110011;
		q[3] <= 8'b11111011;
		i = i+1;
		end
		51:
		begin
		q[1] <= 8'b11111111;
		q[2] <= 8'b11111011;
		q[3] <= 8'b11111001;
		q[4] <= 8'b11111101;
		i = i+1;
		end
		52:
		begin
		q[2] <= 8'b11111111;
		q[3] <= 8'b11111011;
		q[4] <= 8'b11111001;
		q[5] <= 8'b00011101;
		i = i+1;
		end
		53:
		begin
		q[3] <= 8'b11111111;
		q[4] <= 8'b11111011;
		q[5] <= 8'b00011001;
		q[6] <= 8'b00110101;
		i = i+1;
		end
		54:
		begin
		q[4] <= 8'b11111111;
		q[5] <= 8'b00011011;
		q[6] <= 8'b00110001;
		q[7] <= 8'b00010000;
		i = i+1;
		end
		55:
		begin
		q[0] <= 8'b10000111;
		i = i+1;
		end
		56:
		begin
		q[0] <= 8'b11101111;
		q[1] <= 8'b11101111;
		i = i+1;
		end
		57:
		begin
		q[0] <= 8'b11101111;
		q[1] <= 8'b11101111;
		q[2] <= 8'b11101111;
		i = i+1;
		end
		58:
		begin
		q[0] <= 8'b11101111;
		q[1] <= 8'b11101111;
		q[2] <= 8'b11101111;
		q[3] <= 8'b11101111;
		i = i+1;
		end
		59:
		begin
		q[0] <= 8'b11111111;
		q[1] <= 8'b11101111;
		q[2] <= 8'b11101111;
		q[3] <= 8'b11101111;
		q[4] <= 8'b11101111;
		i = i+1;
		end
		60:
		begin
		q[1] <= 8'b11111111;
		q[2] <= 8'b11101111;
		q[3] <= 8'b11101111;
		q[4] <= 8'b11101111;
		q[5] <= 8'b00001011;
		i = i+1;
		end
		61:
		begin
		q[2] <= 8'b11111111;
		q[3] <= 8'b11101111;
		q[4] <= 8'b11101111;
		q[5] <= 8'b00001011;
		q[6] <= 8'b00100001;
		i = i+1;
		end
		62:
		begin
		q[3] <= 8'b11111111;
		q[4] <= 8'b11101111;
		q[5] <= 8'b00001011;
		q[6] <= 8'b00100001;
		q[7] <= 8'b00000000;
		i = i+1;
		end
		63:
		begin
		q[7] <= 8'b11111111;
		i = i+1;
		end
		64:
		begin
		q[4] <= 8'b11111111;
		q[5] <= 8'b11101111;
		q[6] <= 8'b00001011;
		q[7] <= 8'b00100001;
		i = i+1;
		end
		65:
		begin
		q[4] <= 8'b11111111;
		q[5] <= 8'b11101111;
		q[6] <= 8'b00001011;
		q[7] <= 8'b00100001;
		i = i+1;
		end
		default:
		begin
		q[0] <= 8'b11111111;
		q[1] <= 8'b11111111;
		q[2] <= 8'b11111111;
		q[3] <= 8'b11111111;
		q[4] <= 8'b11111111;
		q[5] <= 8'b11111111;
		q[6] <= 8'b11111111;
		q[7] <= 8'b11111111;
		i = 1;	
		end		
		endcase
	end
end
always@(cnt_scan[15:13])
begin
	scanout <= cnt_scan[15:13];
end
	always@(scanout)  
	begin
		case(scanout)
			0: segout=q[0];
			1: segout=q[1];
			2: segout=q[2];
			3: segout=q[3];
			4: segout=q[4];
			5: segout=q[5];
			6: segout=q[6];
			7: segout=q[7];
		default:
			segout=8'b11111111;
		endcase
	end
endmodule
==> flow/run.sh <==
#!/bin/bash
# OpenROAD 26Q1-2900-gdf79404cd8, Yosys 0.63+post, stock flow scripts
make -C /OpenROAD-flow-scripts/flow DESIGN_CONFIG=/design/flow/config.mk WORK_HOME=/design/flow/orfs finish
==> run summary <==
Results of the run.

The flow ran to the end, and the final reports show no timing, DRC or antenna violations. The synthesized design contains 8 enable-type register cells. In the synthesized netlist, mux cells make up between 10% and 20% of the area. The adder and majority gate portion of the synthesized area is 1.203%. The initial antenna violation count was 0.

The number of cells after detailed placement is 1010. The fraction of final layout cells with drive strength greater than 1 is a little under a quarter. The clock transition at the registers of the reported paths is 60 ps. The root buffer cell chosen for the clock tree is sky130_fd_sc_hd__clkbuf_16. The mapped cell area is approximately 0.0073 mm2. Setup repair after global routing left no endpoint under its margin. The count of inserted antenna diode cells is 0.

The fraction of post-synthesis cell area in the top cell type by area is 22.01%. The number of register pins that no clock reaches is 68. The post-synthesis share of cell area spent on xor and xnor gates is 3.814%. The count of unresolved DRC violations after routing is 0.

The combinational family with the most area after synthesis is simple AND/OR/NAND/NOR gates. The worst setup path is launched from a flip-flop. STA reports a reg2reg setup slack of 1030 ps.

After layout, the setup clock skew is reported as between 2 and 3 ps. The number of cells reported by Yosys stat comes to 802. The TritonCTS clock tree is done. The slew at the pin with the worst max-slew slack is slightly below 900 ps.

The global-route wire length before repair is between 40000 and 50000 um. The library cell contributing the largest single delay on the critical path is sky130_fd_sc_hd__dfrtp_1. By count the netlist is led by sky130_fd_sc_hd__nor2_1 (87), sky130_fd_sc_hd__nand2_1 (73), sky130_fd_sc_hd__dfstp_2 (61). The data required time at the worst endpoint is 2640 ps.

13 I/O pins were placed. In this run the critical path is formed by clkinv_1 -> nor3_1 -> a21oi_1 -> o221ai_1 -> nand2_1 -> o21ai_0 -> clkdlybuf4s50_1. The synthesis-stage register bit count is 95. The main area contributors are sky130_fd_sc_hd__dfstp_2 (22%), sky130_fd_sc_hd__dfrtp_1 (8.9%), sky130_fd_sc_hd__mux2_2 (6.5%), sky130_fd_sc_hd__nor2_1 (4.5%), sky130_fd_sc_hd__nand2_1 (3.8%). The clock latency on the worst-skew pair is 260 ps. The number of distinct library cells after synthesis is 86. The leakage power total is ~0.0028 uW. The post-layout worst setup margin is approximately 230 ps. The global-route total usage across every layer is 33.25%.

In this run the maximum-capacitance check reported violations numbering 0. The total setup violations reported at the end of the flow is 0. The hold buffer count at CTS is 0.

The buffer_ports step reported a buffer count of 12. The number of instances in the synthesized netlist is 802. The setup TNS is 0 ps. In the log, the iteration count for the first detailed-route pass is 5. The final critical path takes up between 90 and 100% of the cycle. The global route stage reports its total congestion overflow as 0. Across all checked pins, the minimum headroom to the slew limit is 40.56%. The critical register-to-register path startpoint is cnt_scan[14]. The launching element of the worst setup path is cnt_scan[13]. The commonest register cell is sky130_fd_sc_hd__dfstp_2. The via-per-instance ratio is 6.528. The warning total across the stage logs is 30. The placer's final routability congestion estimate is 1.036.

The top fanout value on the critical path is 11. The final layout report lists a filler cell count of 1711. Per the CTS log, the maximum H-tree level is 1. The standard-cell row count is between 40 and 50. The routed length per placed instance is 28.37 um. The and-or/or-and share of the synthesized area is a little over an eighth.

The number of buffers on the longest clock path is 2. By instance count, the leading cell after synthesis is sky130_fd_sc_hd__nor2_1. The portion of the post-synthesis area used by sequential elements is about a third. In the synthesis report, Yosys lists the chip area as 0.007283 mm2. The area taken by flip-flops and latches is 0.002494 mm2.

In this build the clock could be raised as far as 326.1 MHz. The floorplan core density is a little over 40%. The class of the worst hold path is in -> async. The count of warnings emitted by yosys is 2. The element type at the critical path end is an output port.

The pin count of the biggest net entering global routing is 70. The post-detailed-routing wire length is 28770 um. The mean post-synth cell area is ~9.1 um2. The residual antenna-violating net count after detailed routing is 0.

The final timing report derives a shortest allowable period of 3066 ps. The post-synthesis to final-layout area growth is 4.999%. The core region is about 0.018 mm2. In this design, the stage delay of the slowest critical-path cell is 670 ps.

The number of clock buffers inserted by TritonCTS is 3. The via total after detailed routing is between 6000 and 7000. The post-CTS setup buffer count is 0.

The cell type with the highest aggregate area in the netlist is sky130_fd_sc_hd__dfstp_2. The pre-CTS setup check shows a worst slack of 509.4 ps. The vertical die size is 136.9 um.

The proportion of register bits with asynchronous set or reset after synthesis is 91.58%. In this run, post-CTS repair resized a total of 0 instances. The total die size is 0.01875 mm2.

The arrival time of data at the worst endpoint is listed as 2410 ps. The finished layout holds 1014 standard cells, fillers aside. The HPWL reported at the end of detailed placement is 21830 um. The highest supply drop recorded on VDD is ~0.18 mV. The count of final hold-check violations is 0.

The number of global-route vias before repair was around 6500. The critical path in this run is classified as reg -> out. Per the OpenROAD floorplan log, the width of the die is 136.9 um.

The count of endpoints without a timing constraint is 75. Once iteration 0 of detailed routing completed, the report listed 668 DRC markers. Counting pins that exceed their max-slew limit in the final report gives 0. The flow reported a cell area power density of around 83 mW/mm2. Leaving out buffers and inverters, the combinational logic in the layout accounts for 0.004379 mm2. The synthesized netlist devotes 29.19% of its cell area to simple gates.
## kinds of logic after synthesis
family | after synthesis
AND/OR/NAND/NOR | 377
AND-OR/OR-AND | 141
buffers and inverters | 81
multiplexers | 71
adder cells (fa/ha/maj) | 7
XOR/XNOR | 30
flip-flops | 95
## metal layers
layer	wire length, um	vias to the layer above	global-route usage, %
li1	-	2938	-
met1	12580	3292	49.56
met2	12470	343	48.57
met3	3007	46	10.58
met4	711	0	6.105
met5	0	-	0
## power breakdown
group,switching [uW],internal (uW)
combinational,21.8,1.53
sequential,0,339
clock,110,165
total,132,506
## registers in the layout (all words and copies together), names as in the netlist
name	count
clk1	1
q	61
i	7
cnt_scan	26
## worst paths after layout
check,end,depth (start not counted)
max,segout[7],7
max reg2reg,clk1,7
min,cnt_scan[0],1
min in group clk0,cnt_scan[25],1
max in group asynchronous,cnt_scan[21],1
min reg2reg,cnt_scan[25],1
## critical path, delay by kind of cell, from the launching register on
family          cells  cell delay, ps
flops               1             670
compound gates      3             290
simple gates        2             330
buf+inv             2             850
## per-stage QoR
step	hold slack [ps]	util, %	power [uW]	cell area (um2)
finish	332.8	43.61	638.2	7647
global route	361.3	43.61	660.6	7647
CTS	344.7	43.61	643.7	7647
detailed placement	471.7	43.16	370.5	7569
global placement	461.8	43.16	369.6	7569
floorplan	364.4	-	345.9	7283
## final cells by class
| class | count | share of cell area [%] |
|---|---|---|
| Timing Repair Buffer | 39 | 4.188 |
| Clock buffer | 4 | 1.031 |
| Tap cell | 225 | 3.681 |
| Multi-Input combinational cell | 626 | 57.26 |
| Inverter | 25 | 1.227 |
| Sequential cell | 95 | 32.61 |
## layout by cell type, fill, tap and decap left out, types with 5 or more instances in the layout
cell type	synthesis	routed
sky130_fd_sc_hd__or2_2	5	5
sky130_fd_sc_hd__o22ai_1	20	20
sky130_fd_sc_hd__xnor2_1	18	18
sky130_fd_sc_hd__dfrtp_1	26	26
sky130_fd_sc_hd__mux2_4	7	7
sky130_fd_sc_hd__nand3_1	40	40
sky130_fd_sc_hd__nor4_1	17	17
sky130_fd_sc_hd__nor4b_1	5	5
sky130_fd_sc_hd__clkdlybuf4s50_1	0	11
sky130_fd_sc_hd__nand2b_1	16	16
sky130_fd_sc_hd__edfxtp_1	8	8
sky130_fd_sc_hd__dfstp_2	61	61
sky130_fd_sc_hd__nand2_1	73	73
sky130_fd_sc_hd__nor2b_1	11	11
sky130_fd_sc_hd__o211ai_1	7	7
sky130_fd_sc_hd__and3_1	16	16
sky130_fd_sc_hd__mux2_2	42	42
sky130_fd_sc_hd__mux4_2	11	11
sky130_fd_sc_hd__or3_1	6	6
sky130_fd_sc_hd__mux2i_1	8	8
sky130_fd_sc_hd__a211oi_1	9	9
sky130_fd_sc_hd__a21oi_1	22	22
sky130_fd_sc_hd__nand3b_1	8	8
sky130_fd_sc_hd__o32ai_1	5	5
sky130_fd_sc_hd__nor2_1	87	87
sky130_fd_sc_hd__buf_4	13	28
sky130_fd_sc_hd__nand4b_1	7	7
sky130_fd_sc_hd__a31oi_1	7	7
sky130_fd_sc_hd__nor3_1	27	27
sky130_fd_sc_hd__o21bai_1	5	5
sky130_fd_sc_hd__o21ai_0	30	30
sky130_fd_sc_hd__nand4bb_1	7	7
sky130_fd_sc_hd__inv_1	23	23
sky130_fd_sc_hd__nand4_1	13	13
sky130_fd_sc_hd__ha_1	7	7
sky130_fd_sc_hd__xor2_1	10	10
Power is estimated from default activity; no workload was simulated.
