[config.mk]
export PLATFORM = sky130hd
export DESIGN_NAME = Maze
export DESIGN_NICKNAME = Maze
export VERILOG_FILES = /design/flow/design.v
export SDC_FILE = /design/flow/constraint.sdc
export NUM_CORES = 4
export LEC_CHECK = 1
export CORE_UTILIZATION = 40
[constraint.sdc]
current_design Maze

set clk_period 3.3
set clk_io_pct 0.2

create_clock -name clk0 -period $clk_period [get_ports {clk}]

set non_clock_inputs [all_inputs -no_clocks]
set_input_delay [expr $clk_period * $clk_io_pct] -clock clk0 $non_clock_inputs
set_output_delay [expr $clk_period * $clk_io_pct] -clock clk0 [all_outputs]
[design.v]
module Maze (clk,clk20,reset,left,right,up,down,segout,scanout);
input clk,clk20,reset,left,right,up,down;
output reg[7:0] segout;
output reg[2:0] scanout;
reg[25:0] cnt_scan; 
reg[15:0] cnt_clk2; 
reg[2:0] x=0, y=0;
reg[2:0] posX,posY;
reg[63:0] q;
reg clk1;
always@(posedge clk )
begin
	cnt_scan<=cnt_scan+1;
	if (cnt_scan == 06250000) begin
		cnt_scan <=0;
		clk1 = ~clk1;
	end
end
	always @(posedge clk1 , negedge reset)
	begin
		if (reset == 0)
		begin
			x = 0;
			y = 0;
			posX = 0;
			posY = 0;
			q = 64'hdf51e794bfa9adf5;
			q[posX+8*posY] = 1'b0;
		end
		else begin
			if(left == 0)
			begin
				if(x !== 0)
				begin
					if(q[x-1+8*y] == 1'b1)
					begin					
					x = x-1;
					posX = x;
					q = 64'hdf51e794bfa9adf5;
					q[posX+8*posY] = 1'b0;
					end
				end
			end
			if(right == 0)
			begin
				if(x !== 7)
				begin
					if(q[x+1+8*y] == 1'b1)
					begin
					x = x+1;
					posX = x;
					q = 64'hdf51e794bfa9adf5;
					q[posX+8*posY] = 1'b0;
					end
				end
			end
			if(down == 0)
			begin
				if(y !== 7)
				begin
					if(q[x+8*y+8] == 1'b1)
					begin
					y = y+1;
					posY = y;
					q = 64'hdf51e794bfa9adf5;
					q[posX+8*posY] = 1'b0;
					end
				end
			end
			if(up == 0)
			begin
				if(y !== 0)
				begin
					if(q[x+8*y-8] == 1'b1)
					begin
					y = y-1;
					posY = y;
					q = 64'hdf51e794bfa9adf5;
					q[posX+8*posY] = 1'b0;
					end
				end
			end
			if(posX == 7 && posY == 7)
			begin
			x = 0;
			y = 0;
			posX = 0;
			posY = 0;
			q <= 64'hff80808083c7cfcf;
			end
		end
	end
always@(cnt_scan[15:13])
begin
	scanout <= cnt_scan[15:13];
end
always@(scanout)  
begin
	case(scanout)
		7:
			segout=q[63:56];
		6:
			segout=q[55:48];
		5:
			segout=q[47:40];
		4:
			segout=q[39:32];
		3:
			segout=q[31:24];
		2:
			segout=q[23:16];
		1:
			segout=q[15:8];
		0:
			segout=q[7:0];
		default:
			segout=8'b11111111;
	endcase
end
endmodule
[run.sh]
#!/bin/bash
# OpenROAD 26Q1-2900-gdf79404cd8, Yosys 0.63+post, stock flow scripts
make -C /OpenROAD-flow-scripts/flow DESIGN_CONFIG=/design/flow/config.mk WORK_HOME=/design/flow/orfs finish
==> summary.txt <==
Notes on the physical design

The flow ran to the end, and the final reports show no timing, DRC or antenna violations. The number of DRC markers in iteration 0 is 1794. The routed design shows a wire length per standard cell of 31.9 um. Per the final timing report, the hold violations number 0. The final estimated routing congestion in global placement is 1.10. Nets still carrying antenna violations after routing amount to 0. The via count of the first global-routing pass came to 13069. The script parses the final routing iteration and logs DRC violations as 0.

Looking at area per cell type in the netlist, the leader is sky130_fd_sc_hd__dfstp_2. At the pin with the least slew margin, the transition time is 980 ps. Synthesis instantiated 96 different standard cells from the library. VDD sags by at most 0.157 mV. The class of the tightest hold or removal check is reg -> reg.

At the worst endpoint, the required time is 2640 ps. The number of max-slew violations in the final report is 0. The CTS tree is yes. The routed design has 64400 um of wire.

The most repeated cell in the gate-level netlist after synthesis is sky130_fd_sc_hd__nor2_1. Counting instances in the post-synthesis netlist gives the leading cell types as sky130_fd_sc_hd__nor2_1, sky130_fd_sc_hd__nand2_1, sky130_fd_sc_hd__a21oi_1. The half-perimeter wire length of the detailed placement result is 48400 um. The average instance in the mapped netlist occupies 7.38 sq um. Per Yosys stat, the portion of area used by sequential elements is 20.1%. The total global routing track utilization is 41.8%.

The launch point of the worst min-delay path is recorded as cnt_scan[25]$_SDFF_PN0_. STA classifies the critical path startpoint as a flop. The kind of critical path is reg -> out.

The worst max-slew margin expressed relative to the limit is 34.3%. The count of unclocked register or latch pins is 76. As logged by OpenROAD, the buffers inserted on ports number 16.

Setup total negative slack on the finished layout was measured at 0 ps. In the routed layout, each cell is associated on average with a via count of 7.00. Across the run, the number of max-cap violations was 0.

Looking at the worst setup and hold paths, the clock pins of their registers show a slew of 70 ps. The commonest register cell is sky130_fd_sc_hd__dfstp_2. The total number of placement rows is 64. The data arrival time at the worst-slack endpoint is 2180 ps. The worst path needs 2840 ps of the cycle, external delays included. The instance tally after logic synthesis is 1687. The global-route wire length before repair is 91900 um. The placement stage leaves a total instance area of 12900 sq um.

The worst register-to-register path begins at cnt_scan[15]$_SDFF_PN0_. According to the Yosys statistics, the synthesized design has a chip area of 12500 sq um. The total vias in the final route is 14118.

The total of cells resized after clock tree synthesis is 0. The number of synthesized flops with an enable pin is 1. The async set-or-reset flop fraction in the synthesized netlist is 73.8%.

The cell area that synthesis handed to floorplanning was 12500 sq um. The layout stage reports a final design area of 13000 sq um. For this design the ratio of total power to cell area is 50.3 nW/um^2.

The signed area change from the synthesized netlist to the final layout is 4.33%. The largest driver fanout on the critical path is 15. The count of endpoints without a timing constraint is 76.

The critical path launch point is cnt_scan[15]$_SDFF_PN0_. The leakage power in the latest report is 4.88 nW. For this run the aggregate overflow at the end of global routing stands at 0. Ranked by total cell area, the synthesized netlist is headed by sky130_fd_sc_hd__dfstp_2, sky130_fd_sc_hd__dfrtp_1, sky130_fd_sc_hd__nor2_1. In this run the clock root is driven by a sky130_fd_sc_hd__clkbuf_16.

The setup violation total in the final timing report is 0. The die is 178 um tall. The pin count of the biggest net entering global routing is 79. The clock reaches the later pin of the worst-skew pair after 260 ps. The worst setup path is captured at an output pin.

Of the cells placed in the final design, the portion with a size suffix greater than 1 is 10.3%. CTS built an H-tree with a depth of 1. The completed layout was analyzed and its total power is 0.653 mW. Looking at the clock tree report, the maximum root-to-sink buffer count equals 2. In this run the full chip footprint comes out at 31800 sq um. The upper clock frequency limit is 352 MHz. The synthesized netlist was found by Yosys to have 1687 cells. Buffers inserted to repair hold after CTS numbered 0. The TritonCTS buffer count is 3.

OpenROAD emitted warnings numbering 43. The share of the core area taken by cells at floorplan is 40.7%. Per the OpenROAD floorplan log, the width of the die is 178 um. The number of buffers inserted to repair setup after CTS is 0.

The clock arrives with 6.23 ps of skew. OpenROAD reports that the post-layout worst path occupies 86.1% of the period. In the final layout, the fill cell count is 3128. The share of Yosys cell area claimed by the top area cell type is 8.44%. The number of antenna violations at the first check in global routing is 0. In this run the standard cell core region covers 30600 sq um.

The number of storage elements in the synthesis netlist is 103. Setup repair after global routing left no endpoint under its margin. The first detailed-routing pass took 6 iterations. The Yosys warning count is 1.

The number of top-level pins is 18.
-- through the flow --
stage          hold slack, ps  utilization [%]  setup slack [ps]  instances
2_1_floorplan             435                -               962       1687
3_3_place_gp              459             42.2               762       2011
3_5_place_dp              466             42.2               743       2011
4_1_cts                   475             42.5               434       2015
5_1_grt                   508             42.5               267       2015
6_report                  478             42.5               459       2018
-- layer usage --
| layer | up-vias | GRT usage (%) | part of all wire (%) |
|---|---|---|---|
| li1 | 6240 | - | - |
| met1 | 6761 | 56.0 | 40 |
| met2 | 909 | 59.6 | 42 |
| met3 | 208 | 14.0 | 12 |
| met4 | 0 | 22.8 | 6.7 |
| met5 | - | 0 | 0 |
-- final timing paths --
kind,to,slack [ps],cells after the start
min reg2reg,cnt_scan[25]$_SDFF_PN0_,480,1
max reg2reg,cnt_scan[19]$_SDFF_PN0_,1140,5
max,segout[7],460,5
min,cnt_scan[25]$_SDFF_PN0_,480,1
-- cell type report --
type                    count  area, sq um  area share [%]
repair buffers             64          518            3.99
inverters                  50          188            1.44
flip-flops and latches    103         2500            19.3
diodes                      3         7.51          0.0578
clock inverters             1         7.51          0.0578
clock buffers               3         75.1           0.578
multi-input cells        1398         9200            70.8
well taps                 396          495            3.81
-- kinds of logic (layout without fill, tap and decap cells) --
group                      count (synthesis)  count (layout)  synth area share (%)
and+or+nand+nor                          702             702                  27.1
buffers and inverters                    186             118                  6.31
AOI/OAI and AO/OA                        515             515                  29.1
other                                      0               3                     0
adders and majority gates                 43              43                  4.32
DFF                                      103             103                  20.1
muxes                                     91              91                  9.59
xor gates and xnor gates                  47              47                  3.46
-- worst max-delay path: stages, from the launching register on --
cell                              delay [ps]
sky130_fd_sc_hd__dfxtp_1                 610
sky130_fd_sc_hd__buf_4                   300
sky130_fd_sc_hd__mux4_2                  210
sky130_fd_sc_hd__nor2_1                   40
sky130_fd_sc_hd__a211oi_1                250
sky130_fd_sc_hd__clkdlybuf4s50_1         510
-- cell usage in the layout, fill, tap and decap left out, types with 9 or more instances in the layout --
cell type                         count
sky130_fd_sc_hd__nor2_1             206
sky130_fd_sc_hd__nand2_1            172
sky130_fd_sc_hd__a21oi_1             93
sky130_fd_sc_hd__o21ai_0             84
sky130_fd_sc_hd__nand3_1             64
sky130_fd_sc_hd__nor3_1              62
sky130_fd_sc_hd__mux2i_1             53
sky130_fd_sc_hd__buf_4               49
sky130_fd_sc_hd__inv_1               46
sky130_fd_sc_hd__ha_1                43
sky130_fd_sc_hd__a31oi_1             41
sky130_fd_sc_hd__dfstp_2             40
sky130_fd_sc_hd__a211oi_1            39
sky130_fd_sc_hd__and3_1              38
sky130_fd_sc_hd__dfrtp_1             35
sky130_fd_sc_hd__xnor2_1             28
sky130_fd_sc_hd__nand4_1             27
sky130_fd_sc_hd__o211ai_1            27
sky130_fd_sc_hd__dfxtp_1             26
sky130_fd_sc_hd__mux4_2              21
sky130_fd_sc_hd__nand2b_1            19
sky130_fd_sc_hd__a21o_1              19
sky130_fd_sc_hd__xor2_1              18
sky130_fd_sc_hd__a311oi_1            18
sky130_fd_sc_hd__and2_1              17
sky130_fd_sc_hd__nor4_1              17
sky130_fd_sc_hd__mux2_2              16
sky130_fd_sc_hd__clkdlybuf4s50_1     15
sky130_fd_sc_hd__or3_1               14
sky130_fd_sc_hd__a2111oi_0           14
sky130_fd_sc_hd__nor2b_1             12
sky130_fd_sc_hd__o2111ai_1           12
sky130_fd_sc_hd__nor3b_1             11
sky130_fd_sc_hd__a221oi_1            11
sky130_fd_sc_hd__o31ai_1             10
sky130_fd_sc_hd__o21bai_1            10
sky130_fd_sc_hd__o211a_1             10
sky130_fd_sc_hd__o22ai_1              9
sky130_fd_sc_hd__o41ai_1              9
-- power breakdown --
| part | switching (mW) | total [mW] | leakage (nW) | internal (mW) |
|---|---|---|---|---|
| Combinational | 0.0369 | 0.0471 | 3.75 | 0.0102 |
| Sequential | 0 | 0.331 | 1.10 | 0.331 |
| Clock | 0.111 | 0.275 | 0.0371 | 0.165 |
-- registers in the layout, indices dropped and copies added, names as in the netlist --
name / count
y: 3
clk1: 1
q: 64
x: 3
cnt_scan: 26
posY: 3
posX: 3
Power is estimated from default activity; no workload was simulated.
