[flow/design.v]
module matrix8xRotate (clk,reset,segout,scanout);
input clk,reset;
output reg[7:0] segout;
output reg[2:0] scanout;
reg[25:0] cnt_scan; 
reg[5:0] i=0;
reg clk1;
reg [7:0] q[0:44] ;
always@(posedge clk or negedge reset)
begin
	if(!reset) begin
		cnt_scan<=0;
	end
	else begin
		cnt_scan<=cnt_scan+1;
		if (cnt_scan == 8350000) begin
			cnt_scan <=0;
			clk1 = ~clk1;
		end
	end
end
always @(posedge clk1 , negedge reset)
begin
	if (reset == 0)
	begin
		q[0] = 8'b00000001;
		q[1] = 8'b11111101;
		q[2] = 8'b11101011;
		q[3] = 8'b11100111;
		q[4] = 8'b11101111;
		q[5] = 8'b11101111;
		q[6] = 8'b11011111;
		q[7] = 8'b10111111;
		q[8] = 8'b11111111;
		 q[9] = 8'b11111101;
		q[10] = 8'b11111101;
		q[11] = 8'b11111011;
		q[12] = 8'b11110011;
		q[13] = 8'b11101011;
		q[14] = 8'b10011011;
		q[15] = 8'b11111011;
		q[16] = 8'b11111011;
		q[17] = 8'b11111111;
		q[18] = 8'b11101111;
		q[19] = 8'b00000001;
		q[20] = 8'b01111101;
		q[21] = 8'b11111101;
		q[22] = 8'b11111101;
		q[23] = 8'b11111011;
		q[24] = 8'b11110111;
		q[25] = 8'b11001111;
		q[26] = 8'b11111111;
		q[27] = 8'b11111111;
		q[28] = 8'b10000011;
		q[29] = 8'b11101111;
		q[30] = 8'b11101111;
		q[31] = 8'b11101111;
		q[32] = 8'b00000001;
		q[33] = 8'b11111111;
		q[34] = 8'b11111111;
		q[35] = 8'b11111111;
		q[36] = 8'b11110111;
		q[37] = 8'b00000001;
		q[38] = 8'b11100111;
		q[39] = 8'b11010111;
		q[40] = 8'b10110111;
		q[41] = 8'b01110111;
		q[42] = 8'b11100111;
		q[43] = 8'b11111111;
	end
	else begin
		i = i + 1;
		if(i == 44)
		begin
			i = 0;
		end
	end
end
always@(cnt_scan[15:13])
begin
	scanout <= cnt_scan[15:13];
end
	always@(scanout)  
	begin
		case(scanout)
			0: segout=q[(i)];
			1: segout=q[(i+1) % 44];
			2: segout=q[(i+2) % 44];
			3: segout=q[(i+3) % 44];
			4: segout=q[(i+4) % 44];
			5: segout=q[(i+5) % 44];
			6: segout=q[(i+6) % 44];
			7: segout=q[(i+7) % 44];
		default:
			segout=8'b11111111;
		endcase
	end
endmodule
[flow/run.sh]
#!/bin/bash
# OpenROAD 26Q1-2900-gdf79404cd8, Yosys 0.63+post, stock flow scripts
make -C /OpenROAD-flow-scripts/flow DESIGN_CONFIG=/design/flow/config.mk WORK_HOME=/design/flow/orfs finish
[flow/config.mk]
export PLATFORM = sky130hd
export DESIGN_NAME = matrix8xRotate
export DESIGN_NICKNAME = matrix8xRotate
export VERILOG_FILES = /design/flow/design.v
export SDC_FILE = /design/flow/constraint.sdc
export NUM_CORES = 4
export LEC_CHECK = 1
export CORE_UTILIZATION = 30
[flow/constraint.sdc]
current_design matrix8xRotate

set clk_period 11.9
set clk_io_pct 0.2

create_clock -name clk0 -period $clk_period [get_ports {clk}]

set non_clock_inputs [all_inputs -no_clocks]
set_input_delay [expr $clk_period * $clk_io_pct] -clock clk0 $non_clock_inputs
set_output_delay [expr $clk_period * $clk_io_pct] -clock clk0 [all_outputs]
==> results.yml <==
# generated from flow reports
routing:
  dr.pass1.iters: 6
  vias_per_cell: 5.86
  vias: 4140
  drc_errors: 0
  drt_iter0_drc: 458
  wl_mm: 11.3
  antenna_left: 0
  wl_per_cell_um: 16.0
  antennaDiodeCount: 0
sta:
  hold_ws_ns: 0.479
  finalMaxSlewViolations: 0
  fin_ws_ns: 3.62
  fin_setup_tns_ns: 0
  finalSetupViolations: 0
  rsz0062_at_grt: "false"
  period_needed_ns: 8.28
  period_used_pct: 69.6
  fmaxAchievable_mhz: 121
  tightest_slew_ns: 0.737
  finClkSkew_ns: 0.00492
  relSlewSlack_pct: 50.2
  final_hold_viol_count: 0
  unconstrained_endpoints: 12
  unclocked_pins: 6
yosys:
  syn_inst: 543
  syn_area_um2: 4340
  ys_warn_count: 10
  ys_area_um2: 4340
  ys_types: 94
  top_area_cell: "dfrtp_1"
  ys_cells: 543
  area_leaders: "dfrtp_1 (15%), ha_1 (5.8%), xnor2_1 (5.5%), nor2_1 (5.2%), edfxtp_1 (4.8%)"
  ys_seq_share_pct: 19.8
  top_cell_area_share_pct: 15.0
  synth_flops: 33
  ys_async_sr_fraction_pct: 78.8
  edf_count: 7
  yosys_most_used_dff: "dfrtp_1"
  syn_area_per_cell_um2: 7.99
global_routing:
  grt_pass1_wl_mm: 19.4
  grt_pass1_vias: 3832
  gr-total-overflow: 0
  antenna_found_initial: 0
  grt_max_degree: 41
  track_usage_pct: 16.0
hold_path:
  hold_depth: 1
  hold_class: "flop to flop"
  hp-start: "cnt_scan[25]$_DFF_PN0_"
  hold_end: "cnt_scan[25]$_DFF_PN0_"
clock_network:
  clockBufferDepth: 2
  cts_tree: "built"
  clkTransAtPathRegs_ns: 0.06
  ctsHoldBuffers: 0
  cts_max_level: 1
  root_buffer: "clkbuf_16"
  postCtsSetupBuffers: 0
  cts_resized: 0
  insertion_delay_ns: 0.26
  numCtsBuffers: 3
pwr:
  powerDensity_nw_per_um2: 37.1
  irDropWorstVdd_mv: 0.0632
  p_leak_nw: 1.71
die:
  die_w_um: 122
  coreArea_um2: 14000
  die_h_um: 122
  fp_util_pct: 31.0
  chipArea_um2: 14900
  io_pins: 13
  rows: 43
final_layout:
  stdcell_count: 707
  layout_top_cell: "nor2_1"
  fillers: 1467
  final_area_um2: 4560
  final_cell_mix: "nor2_1 (60), nand2_1 (45), a21oi_1 (27), xnor2_1 (27), dfrtp_1 (26)"
  drive_gt1_share_pct: 9.49
  area_growth_pct: 5.25
critical_path:
  cp.required_ns: 9.52
  cp.arrival_ns: 5.90
  rr_startpoint: "cnt_scan[14]$_DFF_PN0_"
  cp_max_fo: 24
  cp-start-kind: "flop"
  rr_endpoint: "clk1$_DFFE_PP_"
  worstSetupPathType: "flop to output port"
  r2r_slack_ns: 9.47
  crit_path_end_kind: "output port"
  r2r_cells: 5
place:
  dp.cells: 703
  dpl-instance-area_um2: 4490
  gp_congestion: 0.939
  dpl.hpwl_mm: 8.33
  post-place-ws_ns: 3.94
  io_buffers: 11
outcome:
  status: "finished clean"
flow_run:
  drv_cap: 0
  warning_count: 40
-- metal layers --
| metal | part of all wire (%) | global-route usage [%] | up-vias |
|---|---|---|---|
| li1 | - | - | 2014 |
| met1 | 49 | 25.2 | 1958 |
| met2 | 44 | 24.4 | 155 |
| met3 | 5.4 | 1.23 | 13 |
| met4 | 1.3 | 2.74 | 0 |
| met5 | 0 | 0 | - |
-- registers in the layout, summed over array words and instances (netlist names) --
| signal | count |
|---|---|
| clk1 | 1 |
| cnt_scan | 26 |
| i | 6 |
-- metrics by stage --
stage                     util (%)   power, W
after global routing          32.6   0.000176
after floorplan                  -  0.0000945
after global placement        32.1  0.0000969
final                         32.6   0.000169
after CTS                     32.6   0.000172
after detailed placement      32.1  0.0000969
-- logic make-up after synthesis --
group	after synthesis	share of synthesized area (%)
xor gates and xnor gates	34	6.87
and+or+nand+nor	236	28.9
AOI/OAI and AO/OA	161	30.3
buffers and inverters	52	6.84
adders and majority gates	22	6.23
other	1	0.0865
muxes	4	0.952
DFF	33	19.8
-- synthesized netlist by cell type (4+ instances only) --
| cell | count |
|---|---|
| nor4b_1 | 5 |
| or2_2 | 5 |
| xnor2_1 | 27 |
| a22oi_1 | 6 |
| o21ai_2 | 4 |
| a21o_1 | 6 |
| or3_1 | 7 |
| a32o_1 | 4 |
| o31a_1 | 4 |
| and2_1 | 7 |
| nor2b_1 | 11 |
| nand3_1 | 25 |
| buf_6 | 8 |
| nand2b_1 | 5 |
| nor2_1 | 60 |
| inv_1 | 12 |
| clkbuf_1 | 11 |
| xor2_1 | 7 |
| o22ai_1 | 5 |
| ha_1 | 20 |
| and4b_1 | 4 |
| nor3_1 | 12 |
| dfrtp_1 | 26 |
| nor4_1 | 7 |
| a211oi_1 | 12 |
| nand4_1 | 10 |
| a311oi_1 | 6 |
| o211ai_1 | 7 |
| nand2_1 | 45 |
| a31oi_1 | 6 |
| edfxtp_1 | 7 |
| buf_4 | 6 |
| and3_1 | 10 |
| a32oi_1 | 4 |
| buf_2 | 11 |
| a21oi_1 | 27 |
| a311o_1 | 5 |
| o21ai_0 | 13 |
-- report_power, final --
group	total, W	internal [W]	switching, W
combinational	0.00000262	0.000000503	0.00000212
sequential	0.0000925	0.0000925	0
clock	0.0000743	0.0000458	0.0000286
total	0.000169	0.000139	0.0000307
-- final cells by class --
| class | count | area [um^2] | area share (%) |
|---|---|---|---|
| inverters | 14 | 57.6 | 1.26 |
| repair buffers | 18 | 163 | 3.56 |
| clock buffers | 4 | 78.8 | 1.73 |
| well taps | 180 | 225 | 4.93 |
| multi-input cells | 458 | 3180 | 69.7 |
| flip-flops and latches | 33 | 861 | 18.9 |
-- worst max path at each step --
stage / startpoint / end / slack (ns)
after CTS: cnt_scan[15]$_DFF_PN0_ / segout[3] / 3.66
after global routing: cnt_scan[15]$_DFF_PN0_ / segout[3] / 3.27
final: cnt_scan[15]$_DFF_PN0_ / segout[3] / 3.62
-- critical path: stages (launching register included) --
cell and delay, ns:
dfrtp_1 0.82, and4b_1 0.29, o21ai_2 0.15, a31oi_4 0.12
o211a_1 0.28, nor2_1 0.37, nand2_1 0.12, ha_1 0.30
nand2b_1 0.24, o31ai_2 0.30, a32o_1 0.41, o22ai_2 0.20
a32o_1 0.26, a211oi_1 0.39, nand2b_1 0.13, or3_4 0.42
o41ai_2 0.32, clkdlybuf4s50_1 0.50
No activity file was given, so power comes from the tool's default toggle rates.
